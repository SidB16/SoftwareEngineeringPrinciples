==> flow/design.v <==
module updowncount(R,Clock, L, E, up_down, Q);
	parameter n = 8;
	input [n-1:0] R;
	input Clock, L, E, up_down;
	output reg[n-1:0] Q;
	always @(posedge Clock)
		if(L)
			Q <= R;
		else if(E)
			Q  <= Q+(up_down? 1 : -1);
endmodule
==> flow/run.sh <==
#!/bin/bash
# OpenROAD 26Q1-2900-gdf79404cd8, Yosys 0.63+post, stock flow scripts
make -C /OpenROAD-flow-scripts/flow DESIGN_CONFIG=/design/flow/config.mk WORK_HOME=/design/flow/orfs finish
==> flow/config.mk <==
export PLATFORM = sky130hd
export DESIGN_NAME = updowncount
export DESIGN_NICKNAME = updowncount
export VERILOG_FILES = /design/flow/design.v
export SDC_FILE = /design/flow/constraint.sdc
export NUM_CORES = 4
export LEC_CHECK = 1
export CORE_AREA = 10 10 73 73
export DIE_AREA = 0 0 83 83
==> flow/constraint.sdc <==
current_design updowncount

set clk_period 2.9
set clk_io_pct 0.2

create_clock -name clk0 -period $clk_period [get_ports {Clock}]

set non_clock_inputs [all_inputs -no_clocks]
set_input_delay [expr $clk_period * $clk_io_pct] -clock clk0 $non_clock_inputs
set_output_delay [expr $clk_period * $clk_io_pct] -clock clk0 [all_outputs]
==> impl_metrics.yaml <==
# yosys + openroad results
timing:
  setup_viol: 0
  final-hold-violation-count: 0
  whs_ps: 700
  fin_skew_ps: 1.66
  final_max_slew_viol_count: 0
  worstMarginPinSlew_ps: 387
  min_period_ps: 2400
  fmax_mhz: 417
  relSlewSlack_pct: 74.2
  finalClockPeriodUsage_pct: 82.7
  tns_ps: 0
  rsz0062_at_grt: "false"
clock_tree:
  cts_buffers: 3
  hold_buffers: 0
  clk_pin_slew_ps: 40
  clock-root-buffer: "clkbuf_8"
  clk_latency_ps: 220
  clock-sinks: 8
  cts_tree: "done"
  htree_levels: 1
  cts_setup_buffers: 0
  cts_buffer_depth: 2
  cts_resized: 0
setup_path:
  reg2reg_to: "Q[6]"
  crit_end: "Q[7]"
  reg2reg_from: "Q[0]"
  arrival_ps: 2490
  setup.worst_path.class: "in2reg"
  rrSetupSlack_ps: 1030
  worstPathRequired_ps: 2990
  crit_path_start: "up_down"
  cp_max_fo: 7
  critPathLaunchType: "input pin"
  end_kind: "flop"
  reg2reg_depth: 5
logic_synthesis:
  yosysCellCount: 68
  syn-cell-area_um2: 684
  area_leaders: "edfxtp_1 (35%), ha_1 (11%), a211oi_1 (4.4%), nand2_1 (3.8%), fa_1 (2.9%)"
  ys_seq_share_pct: 35.1
  top_area_share_pct: 35.1
  synthCells: 68
  avgSynthCellArea_um2: 10.1
  yosys-stat-area_um2: 684
  yosys.area.top_type: "edfxtp_1"
  synth.distinct_cells: 35
  yosys_warnings: 1
  ys_ff: 8
status:
  status: "finished, final reports clean"
detailed_routing:
  first_pass_iters: 4
  wl_per_cell_um: 13.0
  drc: 0
  wl_met2_um: 698
  vias_per_cell: 4.44
  antenna_left: 0
  top_layer_used: "met4"
  drt_iter0_markers: 52
  route.met3.wl_um: 190
  dr_total_vias: 608
  n_antenna_cell: 0
  drt_wl_total_um: 1780
  drt-met1-wl_um: 883
power:
  ir_worst_vdd_v: 0.000141
  p_per_area_nw_per_um2: 571
  leakagePower_nw: 0.347
global_routing:
  overflow: 0
  grt_pass1_vias: 605
  grt.total_usage_pct: 5.07
  antenna_found_initial: 0
  grt_pass1_wl_um: 2940
  grt_max_degree: 11
place:
  place_congestion: 0.848
  io_buffers: 19
  hpwl_um: 1410
floorplan:
  num_rows: 22
  initial_core_util_pct: 18.3
  die_h_um: 83
  core-area_um2: 3740
  dieWidth_um: 83
  die_area_um2: 6890
  ios: 20
layout:
  top_register: "Q"
  biggestRegsByFlops: "Q: 8 flops"
  largest_reg_flops: 8
  layout-drive-gt1-share_pct: 8.99
  areaGrowthSynthToFinish_pct: 42.4
  fillCellCount: 407
job:
  tool_warnings: 25
  maxCapViolCount: 0
hold_path:
  hold_path.class: "reg2reg"
## per-layer routing
layer | vias up | track usage [%]
met5 | - | 0
met4 | 0 | 0.308
met1 | 274 | 6.95
met3 | 2 | 3.44
li1 | 311 | -
met2 | 21 | 6.63
## cells in the final DEF (no fill, tap or decap), drive strengths merged, types with 3 or more instances in the layout
cell type / n
clkdlybuf4s50: 19
edfxtp: 8
o21ai: 8
nand2: 7
ha: 6
a211oi: 5
inv: 3
clkbuf: 3
## area by class of cell
| class | instances | area (um^2) | share of cell area [%] |
|---|---|---|---|
| repair buffers | 20 | 198 | 20.3 |
| well taps | 48 | 60.1 | 6.16 |
| multi-input cells | 55 | 424 | 43.5 |
| clock buffers | 3 | 41.3 | 4.24 |
| flip-flops and latches | 8 | 240 | 24.6 |
| inverters | 3 | 11.3 | 1.16 |
## worst min path at each step
stage	cells after the start	end	slack, ps	from
4_1_cts	1	Q[0]	710	Q[0]
5_1_grt	1	Q[0]	740	Q[0]
6_report	1	Q[0]	700	Q[0]
## critical path: stages
cell	delay, ps
clkdlybuf4s50_1	500
inv_1	160
ha_1	430
o21ai_2	90
o31a_1	310
a311oi_2	230
o221a_1	200
## power by group
part           internal (W)  switching (W)  total, W
sequential         0.000160      0.0000176  0.000178
clock             0.0000896      0.0000400  0.000130
combinational      0.000137       0.000112  0.000249
## Yosys cell counts (all sizes together)
library cell  number
ha                 6
a221oi             1
a311oi             1
clkbuf             1
o311ai             1
nand3              1
nand4b             2
a21o               2
o31a               1
a21oi              1
nor4               1
mux2               1
or2                2
xnor2              2
nor3               1
inv                3
nor2b              1
edfxtp             8
nand3b             1
o221a              1
o21ai              8
fa                 1
o211ai             1
nor4b              1
nand2              7
nand2b             1
buf                1
o311a              1
nor2               2
a211oi             5
o21bai             2
## logic make-up (layout without fill, tap and decap cells)
kind of cell             count (synthesis)  after routing  share of synthesized area (%)
AND-OR/OR-AND                           25             25                           28.0
AND/OR/NAND/NOR                         20             20                           15.9
flip-flops                               8              8                           35.1
adder cells (fa/ha/maj)                  7              7                           13.9
buffers and inverters                    5             26                           2.92
XOR/XNOR                                 2              2                           2.56
multiplexers                             1              1                           1.65
## through the flow
stage	worst slack, ps	total power [W]	cell area [um^2]	instances	utilization, %
2_1_floorplan	947	0.000332	684	68	-
3_3_place_gp	312	0.000425	933	134	24.9
3_5_place_dp	279	0.000427	933	134	24.9
4_1_cts	504	0.000563	975	137	26.0
5_1_grt	380	0.000605	975	137	26.0
6_report	501	0.000557	975	137	26.0
Power is estimated from default activity; no workload was simulated.
