$ cat constraint.sdc
current_design universal_shift_reg

set clk_period 1.2
set clk_io_pct 0.2

create_clock -name clk0 -period $clk_period [get_ports {clk}]

set non_clock_inputs [all_inputs -no_clocks]
set_input_delay [expr $clk_period * $clk_io_pct] -clock clk0 $non_clock_inputs
set_output_delay [expr $clk_period * $clk_io_pct] -clock clk0 [all_outputs]
$ cat config.mk
export PLATFORM = sky130hd
export DESIGN_NAME = universal_shift_reg
export DESIGN_NICKNAME = universal_shift_reg
export VERILOG_FILES = /design/flow/design.v
export SDC_FILE = /design/flow/constraint.sdc
export NUM_CORES = 4
export LEC_CHECK = 1
export CORE_AREA = 10 10 70 70
export DIE_AREA = 0 0 80 80
$ cat design.v
module universal_shift_reg(Data_Out, MSB_Out, LSB_Out, Data_In, MSB_In, LSB_In, s1, s0, clk, rst);
output[3:0] Data_Out;
output MSB_Out, LSB_Out;
input[3:0] Data_In;
input MSB_In, LSB_In;
input s1, s0, clk, rst;
reg[3:0] 	Data_Out;
assign MSB_Out = Data_Out[3];
assign LSB_Out = Data_Out[0];
always@(posedge clk) begin
	if(rst)Data_Out <= 0;
	else case({s1,s0})
		0: 	Data_Out <= Data_Out;  
		1: 	Data_Out <= {MSB_In, Data_Out[3:1]};  
		2:		Data_Out <= {Data_Out[2:0], LSB_In};
		3: 	Data_Out <= Data_In;
	endcase
	end
endmodule
$ cat run.sh
#!/bin/bash
# OpenROAD 26Q1-2900-gdf79404cd8, Yosys 0.63+post, stock flow scripts
make -C /OpenROAD-flow-scripts/flow DESIGN_CONFIG=/design/flow/config.mk WORK_HOME=/design/flow/orfs finish
==> changes_impl.md <==
### Physical design

* Filler Cell Count at about 390
* Global Route Usage Sum at 2.513%
* Number of cells in the yosys synthesis report at 14
* Most frequently placed logic cell in the final layout: dlygate4sd2_1
* Final routed DRC violation total at 0
* Floorplan core density at under 10%
* Port buffer count at 15
* GPL Wtd Cong at around 0.81
* Detailed Route Iter0 Violations at 0
* Worst Path Arrival at between 1 and 1.5 ns
* Number of global-route vias before repair at approximately 220
* Largest net degree at the start of global routing at 5
* OpenROAD warnings at 26
* First-pass GRT wire length at between 1 and 1.5 mm
* Number of warnings reported in the yosys synthesis log at 1
* CTS buffer count at 3
* Final antenna diode count at 0
* CTS clk-pin slew, worst paths at 0.04 ns
* Area of all placed cells without fillers at about 480 um2
* Post-synth regs at 4
* Total via count after detailed routing at 208
* Antenna violations before repair at 0
* Worst-case headroom to the max-slew limit at between 80% and 90%
* Largest driver fanout on the critical path at 3
* Buffer levels on the longest clock path at 2
* Total number of placement rows at 21
* Placed cells at roughly 74
* Area fraction in compound gates after synthesis at 0%
* Horizontal die size at approximately 80 um
* Cell at the root of the clock tree: clkbuf_4
* Syn_area_per_cell at roughly 15 um2
* Clk latency of the worst-skew pair at ~0.23 ns
* Syn Std Cell Area at approximately 210 um2
* Top non-seq family: multiplexers
* Sequence of cells on the critical path: buf_4 -> mux4_2 -> nor2b_1
* H-Tree Level Count at 1
* Placeable core region at around 0.0034 mm2
* Endpoints failing hold at 0
* Register share after synthesis at a little under two fifths
* Hold Buf Count CTS at 0
* Drt pass-1 iters at 1
* Max FFs per register at 4
* Core Util, Final at 14.18%
* Vias per cell at 2.537
* Worst clock skew at ~0.00043 ns
* TritonCTS clock tree: yes
* Post-Place Cell Area at approximately 410 um2
* Count of pins over their slew limit at 0
* GRT overflow at 0
* Max rail drop VDD at roughly 0.0002 V
* Highest-count cells in the layout ignoring fill and taps: dlygate4sd2_1, clkdlybuf4s50_1, buf_4
* Shortest period the worst path allows at approximately 1.2 ns
* Number of top-level pins at 16
* Total detailed-routing wirelength at approximately 740 um
* Synth Area in XOR/XNOR at 0%
* Required time of the critical path at ~1.3 ns
* Share of cells above drive strength 1 at a little over half
* Largest register by flop count: Data_Out
* Count of antenna-violating nets left after detailed routing at 0
* Transition at the pin with the smallest max-transition slack at approximately 0.28 ns
* Simple Share, Synth at 11.70%
* Mux cell area share after synthesis at between 40% and 50%
* Result of the run: completed
* Critical hold path startpoint: s1
* Arithmetic-cell share of the synthesized area counting full adders, half adders and majority gates at 0%
* Post-route setup TNS at 0 ns
* Distinct cells, synth at 5
* Unrepaired setup endpoints after global routing: false
* Maximum single-stage delay on the critical path at between 0.4 and 0.5 ns
* Max Cap Viol at 0
* Element type at the critical path start: register
* Cell with the largest stage delay on the worst path: mux4_2
* Kind of end point of the critical path: register
* Die outline area at 0.006400 mm2
* Final setup violation count at 0
* Count of clock tree sinks at 4
* Largest registers ranked by flip-flop count: Data_Out: 4 flops
* Die span in y at 80 um
* Final clock period utilization by the worst path at 96.06%
* Routed wire per std cell at about 9 um
* Non-filler instance count after layout at roughly 80
* Mapped Cells at 14
* Maximum clock frequency at roughly 870 MHz
* Source of the worst register-to-register timing path: Data_Out[2]
* Beginning of the critical path: Data_Out[2]
* Chip area from the yosys synthesis statistics at ~210 um2
* Critical Setup Path Class: register to register
* Hold WS at between 0.6 and 0.7 ns
* Worst hold path type: input pin to register
* Total power per unit cell area at 871.1 mW/mm2
* Static Leakage at around 0.20 nW
* Synthesis-to-layout area growth at 126.3%
worst paths after layout:
| path | to | slack, ns | cells after the start |
|---|---|---|---|
| worst min register to register | Data_Out[2] | 0.79 | 3 |
| worst max-delay path | Data_Out[1] | 0.05 | 3 |
| worst max register to register | Data_Out[1] | 0.05 | 3 |
| worst min-delay path | Data_Out[1] | 0.62 | 3 |
metrics by stage:
step / setup WS, ns / power [mW]
global placement: -0.4430 / 0.2445
finish: 0.04730 / 0.4218
global route: 0.008249 / 0.4554
CTS: -0.009852 / 0.4262
detailed placement: -0.4710 / 0.2466
floorplan: 0.2008 / 0.1821
power by group:
| group | switching, mW | internal [mW] | leakage (nW) |
|---|---|---|---|
| clock | 0.0507 | 0.112 | 0.0138 |
| combinational | 0.0277 | 0.0820 | 0.156 |
| sequential | 0.00535 | 0.144 | 0.0344 |
Yosys cell counts:
master   number  area share (%)
mux4_2        3              32
buf_4         2             7.0
nor2b_1       4              12
mux4_1        1              12
dfxtp_1       4              37
worst max-delay path, delay by kind of cell, from the launching register on:
| kind | cells | cell delay [ns] |
|---|---|---|
| DFF | 1 | 0.31 |
| muxes | 1 | 0.45 |
| and+or+nand+nor | 1 | 0.14 |
| buffers and inverters | 1 | 0.13 |
cell type report:
class                      instances  area [um2]  area share (%)
multi-input combinational          8       130.1           26.87
sequential                         4       85.08           17.57
clock buffer                       3       22.52           4.651
tap                               46       57.56           11.89
timing repair buffer              21       188.9           39.02
metal layers:
layer  share of wire [%]  GRT usage (%)
met1                  63          4.316
met2                  16          1.766
met3                  19          2.159
met4                 1.3         0.5282
met5                   0              0
logic make-up (layout without fill, tap and decap cells):
family | Yosys count | in the layout
multiplexers | 4 | 4
flip-flops | 4 | 4
AND/OR/NAND/NOR | 4 | 4
buffers and inverters | 2 | 24
what timing repair did:
action | 4_1_cts | 5_1_grt
endpoints found under the setup margin | 10 | 3
setup buffers | 5 | 1
gates resized | 14 | 4
Power is estimated from default activity; no workload was simulated.
