--- flow/config.mk ---
export PLATFORM = sky130hd
export DESIGN_NAME = register
export DESIGN_NICKNAME = register
export VERILOG_FILES = /design/flow/design.v
export SDC_FILE = /design/flow/constraint.sdc
export NUM_CORES = 4
export LEC_CHECK = 1
export CORE_AREA = 10 10 70 70
export DIE_AREA = 0 0 80 80
--- flow/constraint.sdc ---
current_design register

set clk_period 1.1
set clk_io_pct 0.2

create_clock -name clk0 -period $clk_period [get_ports {Clock}]

set non_clock_inputs [all_inputs -no_clocks]
set_input_delay [expr $clk_period * $clk_io_pct] -clock clk0 $non_clock_inputs
set_output_delay [expr $clk_period * $clk_io_pct] -clock clk0 [all_outputs]
--- flow/design.v ---
module register(R, Clock, E, clr, Q);
	parameter n = 8;
	input [n-1:0] R;
	input Clock, E, clr;
	output reg [n-1:0] Q;
	always@(posedge Clock, negedge clr)
	begin
		if(!clr) Q <= 0;
		else if (E) Q <= R;
	end
endmodule
--- flow/run.sh ---
#!/bin/bash
# OpenROAD 26Q1-2900-gdf79404cd8, Yosys 0.63+post, stock flow scripts
make -C /OpenROAD-flow-scripts/flow DESIGN_CONFIG=/design/flow/config.mk WORK_HOME=/design/flow/orfs finish
==> impl_metrics.env <==
# source this file to load flow results
export IMPL_ys_seq_share=0.604
export IMPL_critPathCaptureType="primary output"
export IMPL_seq_area_um2=200
export IMPL_yosys_warnings=1
export IMPL_drv_slew=0
export IMPL_drt_iter0_drc=10
export IMPL_cp_max_fo=2
export IMPL_fill_cells=389
export IMPL_path_clk_slew_ns=0.05
export IMPL_edf_count=0
export IMPL_crit_type="flip-flop to primary output"
export IMPL_syn_cell_area_um2=332
export IMPL_die_height_um=80
export IMPL_finalCritPeriodShare=0.973
export IMPL_num_vias=243
export IMPL_ff_type="dfrtp_1"
export IMPL_postSynthCellCount=17
export IMPL_n_antenna_cell=0
export IMPL_path_buffers=1
export IMPL_max_clock_freq_mhz=935
export IMPL_row_count=21
export IMPL_p_clk_frac=0.296
export IMPL_path_cells="dlygate4sd2_1"
export IMPL_cts_tree="yes"
export IMPL_clock_sinks=8
export IMPL_setup_viol=0
export IMPL_power_leakage_nw=0.292
export IMPL_synth_cell_types=3
export IMPL_power_switching_w=0.000146
export IMPL_yosys_area_um2=332
export IMPL_top_cells_by_count="dfrtp_1 (8), mux2_4 (8), buf_6 (1)"
export IMPL_status="completed"
export IMPL_cp_slowest_cell="dfrtp_1"
export IMPL_root_buffer="clkbuf_4"
export IMPL_grt_pass1_wl_um=1220
export IMPL_die_width_um=80
export IMPL_wl_met2_um=308
export IMPL_p_per_area_nw_per_um2=1130
export IMPL_skew_ns=0
export IMPL_io_buffers=18
export IMPL_finalSetupTns_ns=0
export IMPL_largest_area_cell="dfrtp_1"
export IMPL_fin_util=0.191
export IMPL_antenna_left=0
export IMPL_ys_cells=17
export IMPL_vias_per_cell=2.67
export IMPL_grt_pass1_vias=250
export IMPL_drc=0
export IMPL_worst_slew_pin_slew_ns=0.357
export IMPL_largest_reg_flops=8
export IMPL_r2r_start="Q[3]$_DFFE_PN0P_"
export IMPL_grtUsageTotal=0.0263
export IMPL_intPower_w=0.000590
export IMPL_cts_buffers=3
export IMPL_post_route_min_period_ns=1.07
export IMPL_pwr_share_seq=0.462
export IMPL_critical_path_depth=1
export IMPL_crit_required_ns=0.88
export IMPL_cpPeakStageDelay_ns=0.36
export IMPL_antenna_found_initial=0
export IMPL_crit_family="flip-flops"
export IMPL_synth_avg_cell_area_um2=19.5
export IMPL_overflow=0
export IMPL_drive_above_1_share=0.422
export IMPL_avgRoutedWirePerCell_um=9.76
export IMPL_cts_path_max_buffers=2
export IMPL_gp_congestion=0.639
export IMPL_maxUsedRoutingLayer="met3"
export IMPL_dr_pass1_iters=2
export IMPL_synth_flops=8
export IMPL_rrSetupSlack_ns=0.10
export IMPL_dpl_hpwl_um=752
export IMPL_reg2regPathDepth=3
export IMPL_insertion_delay_ns=0.25
export IMPL_hold_viol=0
export IMPL_dieArea_um2=6400
export IMPL_postCtsHoldBufs=0
export IMPL_start_kind="flip-flop"
export IMPL_core_um2=3420
export IMPL_h_tree_depth=1
export IMPL_ioPinCount=19
export IMPL_synth_top_cell_area_share=0.604
export IMPL_comb_area_um2=120
export IMPL_hp_class="input port to async pin"
export IMPL_p_sw_frac=0.198
export IMPL_fp_util=0.0971
export IMPL_power_frac_comb=0.243
export IMPL_max_cap_violations=0
export IMPL_warnings=25
export IMPL_wl_met1_um=410
export IMPL_hold_ws_ns=0.246
export IMPL_reg_top3="Q x8"
export IMPL_worstPathArrival_ns=0.85
export IMPL_ir_worst_vdd_v=0.000447
export IMPL_place_ws_ns=-0.211
export IMPL_regMostFlops="Q"
export IMPL_max_slew_margin=0.762
export IMPL_grt_max_degree=9
export IMPL_top_cells_by_area="dfrtp_1 (60%), mux2_4 (36%), buf_6 (3.4%)"
export IMPL_timing_final_ws_setup_ns=0.0300
export IMPL_regToRegEndpoint="Q[3]$_DFFE_PN0P_"
export IMPL_async_reset_ff_frac=1.00
export IMPL_met3_length_um=170
export IMPL_routed_wl_um=888
export IMPL_syn_to_final_growth_pct=96.6
kinds of logic after synthesis:
group | synth area share
muxes | 0.362
DFF | 0.604
buffers and inverters | 0.0340
final cells by class:
class | count | area share
Timing Repair Buffer | 26 | 0.386
Multi-Input combinational cell | 8 | 0.184
Sequential cell | 8 | 0.307
Tap cell | 46 | 0.0883
Clock buffer | 3 | 0.0345
worst max path at each step:
stage                    start  endpoint  slack, ns
global route  Q[2]$_DFFE_PN0P_      Q[2]     -0.003
CTS           Q[0]$_DFFE_PN0P_      Q[0]      0.003
finish        Q[2]$_DFFE_PN0P_      Q[2]       0.03
placed cells by master (no fill, tap or decap), drive strengths merged:
| cell | n |
|---|---|
| clkdlybuf4s50 | 10 |
| buf | 8 |
| dfrtp | 8 |
| clkbuf | 3 |
| dlygate4sd2 | 1 |
| mux2 | 8 |
| clkdlybuf4s15 | 7 |
through the flow:
stage	cells	cell area, µm²	total power (W)
after floorplan	17	332	0.000392
after global placement	82	586	0.000510
after detailed placement	82	586	0.000511
after CTS	89	632	0.000735
after global routing	91	652	0.000780
final	91	652	0.000736
what timing repair did:
action                                  4_1_cts  5_1_grt
endpoints found under the setup margin        8        4
resized                                      11        4
hold endpoints to repair                      0        0
buffers inserted                              4        2
power by group through the flow:
| stage | Sequential (W) | Combinational (W) | Clock [W] |
|---|---|---|---|
| after CTS | 0.000340 | 0.000170 | 0.000226 |
| after global routing | 0.000344 | 0.000192 | 0.000244 |
| final | 0.000340 | 0.000179 | 0.000218 |
layer usage:
layer / global-route usage / vias up
met5: 0 / -
met4: 0 / 0
met3: 0.0273 / 0
met2: 0.0329 / 16
met1: 0.0325 / 113
li1: - / 114
No activity file was given, so power comes from the tool's default toggle rates.
